`/design/flow/config.mk`:
```
export PLATFORM = sky130hd
export DESIGN_NAME = hello_lcd
export DESIGN_NICKNAME = hello_lcd
export VERILOG_FILES = /design/flow/design.v
export SDC_FILE = /design/flow/constraint.sdc
export NUM_CORES = 4
export LEC_CHECK = 1
export CORE_UTILIZATION = 30
```
`/design/flow/constraint.sdc`:
```
current_design hello_lcd

set clk_period 140.7
set clk_io_pct 0.2

create_clock -name clk0 -period $clk_period [get_ports {clk}]

set non_clock_inputs [all_inputs -no_clocks]
set_input_delay [expr $clk_period * $clk_io_pct] -clock clk0 $non_clock_inputs
set_output_delay [expr $clk_period * $clk_io_pct] -clock clk0 [all_outputs]
```
`/design/flow/design.v`:
```
`default_nettype  none
module debouncer(
                 input      i_clk,
                 input      i_btn,
                 output reg o_debounced
                 );
   parameter TIME_PERIOD = 75000;
   reg                      r_btn, r_aux;
   reg [15:0]               timer;
   initial { r_btn, r_aux } = 2'b00;
   always @(posedge i_clk)
     { r_btn, r_aux } <= { r_aux, i_btn };
   initial timer = 0;
   always @(posedge i_clk)
     if (timer != 0)
       timer <= timer - 1;
     else if (r_btn != o_debounced)
       timer <= TIME_PERIOD[15:0] - 1;
   initial o_debounced = 0;
   always @(posedge i_clk)
     if (timer == 0)
       o_debounced <= r_btn;
endmodule  
`default_nettype none
module efifo(
             input                    clk,
             input                    rst,
             input [7:0]              buf_in,  
             output reg [7:0]         buf_out,  
             input                    wr_en,
             input                    rd_en,
             output reg               buf_empty,
             output reg               buf_full,
             output reg [BUF_WIDTH:0] fifo_counter  
             );
   parameter BUF_WIDTH = 3;
   localparam BUF_SIZE = (1<<BUF_WIDTH);
   reg [BUF_WIDTH-1:0]                rd_ptr, wr_ptr;
   reg [7:0]                          buf_mem[BUF_SIZE-1:0];
   always @(fifo_counter) begin
      buf_empty = (fifo_counter == 0);
      buf_full = (fifo_counter == BUF_SIZE);
   end
   always @(posedge clk or posedge rst) begin
      if (rst)
        fifo_counter <= 0;
      else if ((!buf_full && wr_en) && (!buf_empty && rd_en))
        fifo_counter <= fifo_counter;
      else if (!buf_full && wr_en)
        fifo_counter <= fifo_counter + 1;
      else if (!buf_empty && rd_en)
        fifo_counter <= fifo_counter - 1;
      else
        fifo_counter <= fifo_counter;
   end
   always @(posedge clk or posedge rst) begin
      if (rst)
        buf_out <= 0;
      else begin
         if (rd_en && !buf_empty)
           buf_out <= buf_mem[rd_ptr];
         else
           buf_out <= buf_out;
      end
   end
   always @(posedge clk) begin
      if (wr_en && !buf_full)
        buf_mem[wr_ptr] <= buf_in;
      else
        buf_mem[wr_ptr] <= buf_mem[wr_ptr];
   end
   always @(posedge clk or posedge rst) begin
      if (rst) begin
         wr_ptr <= 0;
         rd_ptr <= 0;
      end else begin
         if (!buf_full && wr_en)
           wr_ptr <= wr_ptr + 1;
         else
           wr_ptr <= wr_ptr;
         if (!buf_empty && rd_en)
           rd_ptr <= rd_ptr + 1;
         else
           rd_ptr <= rd_ptr;
      end
   end
endmodule
`default_nettype none
module hello_lcd(
                 input [3:0]  user_dipsw,
                 input        clk,
                 output       lcd_d_c,
                 output       lcd_cs,
                 inout [7:0]  lcd_data,
                 output       lcd_we
               );
   wire                       lcd_init;
   reg                        print_char;
   reg [7:0]                  char2print;
   wire                       printer_busy;
   wire                       print_str;
   localparam integer         STR_LEN = 12;
   integer                    i;
   reg [(STR_LEN*8 - 1):0]    str = "Hello\nworld!";
   debouncer #(.TIME_PERIOD(75000)) init_button(
                                                .i_clk(clk),
                                                .i_btn(user_dipsw[0]),
                                                .o_debounced(lcd_init)
                                                );
   debouncer #(.TIME_PERIOD(75000)) print_button(
                                                .i_clk(clk),
                                                .i_btn(user_dipsw[1]),
                                                .o_debounced(print_str)
                                                );
   lcd_printer printer(
                       .clk(clk),
                       .lcd_we(lcd_we),
                       .lcd_d_c(lcd_d_c),
                       .lcd_cs(lcd_cs),
                       .lcd_data(lcd_data),
                       .lcd_init(lcd_init),
                       .char(char2print),
                       .print(print_char),
                       .busy(printer_busy)
                       );
   initial i = 0;
   always @(posedge clk) begin
      if (print_str == 1'b1) begin
         print_char <= 1'b0;
         if (!printer_busy) begin
            if (i < STR_LEN) begin
               print_char <= 1'b1;
               char2print <= str[8*(STR_LEN-i-1) +: 8];
            end
         end
         if (printer_busy || print_char) begin
            if (i < STR_LEN) begin
               print_char <= 1'b0;
               i <= i + 1;
            end
         end
      end
   end
endmodule
`default_nettype none
module lcd_hd44780(
                   input            clk,
                   output reg       RS,
                   output reg       E,
                   output reg [7:0] DB,
                   input [7:0]      data,  
                   input            do_init,  
                   input            wr_cmd,  
                   input            wr_char,  
                   output reg       initialized,  
                   output reg       busy  
                   );
   parameter CLK_FREQ = 100000000;
   localparam integer               D_50ns  = 0.000000050 * CLK_FREQ;
   localparam integer               D_250ns = 0.000000250 * CLK_FREQ;
   localparam integer               D_40us  = 0.000040000 * CLK_FREQ;
   localparam integer               D_60us  = 0.000060000 * CLK_FREQ;
   localparam integer               D_200us = 0.000200000 * CLK_FREQ;
   localparam integer               D_2ms   = 0.002000000 * CLK_FREQ;
   localparam integer               D_5ms   = 0.005000000 * CLK_FREQ;
   localparam integer               D_100ms = 0.100000000 * CLK_FREQ;
   localparam STATE_UNDEFINED             = 8'b00000000;
   localparam STATE_INIT_START            = 8'b00000001;
   localparam STATE_EN_TRIGGERED_1        = 8'b00000010;
   localparam STATE_EN_TRIGGERED_2        = 8'b00000011;
   localparam STATE_EN_TRIGGERED_3        = 8'b00000100;
   localparam STATE_EN_TRIGGERED_4        = 8'b00000101;
   localparam STATE_EN_TRIGGERED_5        = 8'b00000110;
   localparam STATE_EN_TRIGGERED_6        = 8'b00000111;
   localparam STATE_FUNCTION_SET_LOADING  = 8'b00001000;
   localparam STATE_CONFIGURATION_LOADING = 8'b00001001;
   localparam STATE_DISP_OFF_LOADING      = 8'b00001010;
   localparam STATE_CLEAR_LOADING         = 8'b00001011;
   localparam STATE_ENTRY_MODE_LOADING    = 8'b00001100;
   localparam STATE_DISP_ON_LOADING       = 8'b00001101;
   localparam STATE_DISP_ON_ENABLED       = 8'b00001110;
   localparam STATE_CMD_WRITTEN           = 8'b00001111;
   localparam STATE_CHAR_WRITTEN          = 8'b00010000;
   localparam ACT_IDLE                  = 8'b00000000;
   localparam ACT_INIT_STARTING         = 8'b00000001;
   localparam ACT_FUNCTION_SET_LOADING  = 8'b00000010;
   localparam ACT_CONFIGURATION_LOADING = 8'b00000011;
   localparam ACT_DISP_OFF_LOADING      = 8'b00000100;
   localparam ACT_CLEAR_LOADING         = 8'b00000101;
   localparam ACT_ENTRY_MODE_LOADING    = 8'b00000110;
   localparam ACT_DISP_ON_LOADING       = 8'b00000111;
   localparam ACT_WRITING_CMD           = 8'b00001000;
   localparam ACT_WRITING_CHAR          = 8'b00001001;
   localparam ACT_READY                 = 8'b00001010;
   reg [7:0]                        cur_action;
   reg [7:0]                        next_state;
   reg [31:0]                       cnt;
   initial begin
      RS = 1'b0;
      E = 1'b0;
      DB = 8'b00000000;
      cur_action = ACT_IDLE;
      next_state = STATE_INIT_START;
      busy = 1'b0;
      initialized = 1'b0;
   end
   always @(posedge clk) begin
      cnt <= cnt + 32'h1;
      if ((cur_action == ACT_INIT_STARTING) &&
          (next_state == STATE_INIT_START) &&
          (cnt == D_100ms)
          ) begin
         RS <= 1'b0;
         DB <= 8'b00110000;
         E <= 1'b0;
         cur_action <= ACT_FUNCTION_SET_LOADING;
         next_state <= STATE_EN_TRIGGERED_1;
         cnt <= 32'h0;
      end
      if ((next_state == STATE_EN_TRIGGERED_1) &&
          ((cur_action == ACT_FUNCTION_SET_LOADING) ||
           (cur_action == ACT_CONFIGURATION_LOADING) ||
           (cur_action == ACT_DISP_OFF_LOADING) ||
           (cur_action == ACT_CLEAR_LOADING) ||
           (cur_action == ACT_ENTRY_MODE_LOADING) ||
           (cur_action == ACT_DISP_ON_LOADING) ||
           (cur_action == ACT_WRITING_CHAR) ||
           (cur_action == ACT_WRITING_CMD)) &&
          (cnt == D_50ns)) begin
         E <= 1'b1;
         next_state <= STATE_EN_TRIGGERED_2;
         cnt <= 32'h0;
      end
      if (((next_state == STATE_EN_TRIGGERED_2) ||
           (next_state == STATE_EN_TRIGGERED_4) ||
           (next_state == STATE_EN_TRIGGERED_6)) &&
          ((cur_action == ACT_FUNCTION_SET_LOADING) ||
           (cur_action == ACT_CONFIGURATION_LOADING) ||
           (cur_action == ACT_DISP_OFF_LOADING) ||
           (cur_action == ACT_CLEAR_LOADING) ||
           (cur_action == ACT_ENTRY_MODE_LOADING) ||
           (cur_action == ACT_DISP_ON_LOADING) ||
           (cur_action == ACT_WRITING_CHAR) ||
           (cur_action == ACT_WRITING_CMD)) &&
          (cnt == D_250ns)) begin
         E <= 1'b0;
         if (next_state == STATE_EN_TRIGGERED_2) begin
            if (cur_action == ACT_FUNCTION_SET_LOADING) begin
               next_state <= STATE_EN_TRIGGERED_3;
            end else if (cur_action == ACT_CONFIGURATION_LOADING) begin
               next_state <= STATE_DISP_OFF_LOADING;
            end else if (cur_action == ACT_DISP_OFF_LOADING) begin
               next_state <= STATE_CLEAR_LOADING;
            end else if (cur_action == ACT_CLEAR_LOADING) begin
               next_state <= STATE_ENTRY_MODE_LOADING;
            end else if (cur_action == ACT_ENTRY_MODE_LOADING) begin
               next_state <= STATE_DISP_ON_LOADING;
            end else if (cur_action == ACT_DISP_ON_LOADING) begin
               next_state <= STATE_DISP_ON_ENABLED;
            end else if (cur_action == ACT_WRITING_CHAR) begin
               next_state <= STATE_CHAR_WRITTEN;
            end else if (cur_action == ACT_WRITING_CMD) begin
               next_state <= STATE_CMD_WRITTEN;
            end
         end else if (next_state == STATE_EN_TRIGGERED_4) begin
            if (cur_action == ACT_FUNCTION_SET_LOADING) begin
               next_state <= STATE_EN_TRIGGERED_5;
            end
         end else if (next_state == STATE_EN_TRIGGERED_6) begin
            if (cur_action == ACT_FUNCTION_SET_LOADING) begin
               next_state <= STATE_CONFIGURATION_LOADING;
            end
         end
         cnt <= 32'h0;
      end
      if ((next_state == STATE_EN_TRIGGERED_3) &&
          (cur_action == ACT_FUNCTION_SET_LOADING) &&
          (cnt == D_5ms)) begin
         E <= 1'b1;
         next_state <= STATE_EN_TRIGGERED_4;
         cnt <= 32'h0;
      end
      if ((next_state == STATE_EN_TRIGGERED_5) &&
          (cur_action == ACT_FUNCTION_SET_LOADING) &&
          (cnt == D_200us)) begin
         E <= 1'b1;
         next_state <= STATE_EN_TRIGGERED_6;
         cnt <= 32'h0;
      end
      if ((next_state == STATE_CONFIGURATION_LOADING) &&
          (cur_action == ACT_FUNCTION_SET_LOADING) &&
          (cnt == D_200us)) begin
         DB <= 8'b00111000;
         cur_action <= ACT_CONFIGURATION_LOADING;
         next_state <= STATE_EN_TRIGGERED_1;
         cnt <= 32'h0;
      end
      if ((next_state == STATE_DISP_OFF_LOADING) &&
          (cur_action == ACT_CONFIGURATION_LOADING) &&
          (cnt == D_60us)) begin
         DB <= 8'b00001000;
         cur_action <= ACT_DISP_OFF_LOADING;
         next_state <= STATE_EN_TRIGGERED_1;
         cnt <= 32'h0;
      end
      if ((next_state == STATE_CLEAR_LOADING) &&
          (cur_action == ACT_DISP_OFF_LOADING) &&
          (cnt == D_60us)) begin
         DB <= 8'b00000001;
         cur_action <= ACT_CLEAR_LOADING;
         next_state <= STATE_EN_TRIGGERED_1;
         cnt <= 32'h0;
      end
      if ((next_state == STATE_ENTRY_MODE_LOADING) &&
          (cur_action == ACT_CLEAR_LOADING) &&
          (cnt == D_5ms)) begin
         DB <= 8'b00000110;
         cur_action <= ACT_ENTRY_MODE_LOADING;
         next_state <= STATE_EN_TRIGGERED_1;
         cnt <= 32'h0;
      end
      if ((next_state == STATE_DISP_ON_LOADING) &&
          (cur_action == ACT_ENTRY_MODE_LOADING) &&
          (cnt == D_60us)) begin
         DB <= 8'b00001100;
         cur_action <= ACT_DISP_ON_LOADING;
         next_state <= STATE_EN_TRIGGERED_1;
         cnt <= 32'h0;
      end
      if ((next_state == STATE_DISP_ON_ENABLED) &&
          (cur_action == ACT_DISP_ON_LOADING) &&
          (cnt == D_60us)) begin
         initialized <= 1'b1;
         busy <= 1'b0;
         cur_action <= ACT_READY;
      end
      if ((next_state == STATE_CHAR_WRITTEN) &&
          (cur_action == ACT_WRITING_CHAR) &&
          (cnt == D_40us)) begin
         busy <= 1'b0;
         cur_action <= ACT_READY;
      end
      if ((next_state == STATE_CMD_WRITTEN) &&
          (cur_action == ACT_WRITING_CMD) &&
          (cnt == D_2ms)) begin
         busy <= 1'b0;
         cur_action <= ACT_READY;
      end
      if (do_init && !initialized) begin
         if (cur_action == ACT_IDLE) begin
            busy <= 1'b1;
            cur_action <= ACT_INIT_STARTING;
            next_state <= STATE_INIT_START;
            cnt <= 32'h0;
         end
      end
      if ((wr_char || wr_cmd) && !busy && initialized) begin
         if (cur_action == ACT_READY) begin
            busy <= 1'b1;
            DB <= data[7:0];
            if (wr_char) begin
               RS <= 1'b1;
               cur_action <= ACT_WRITING_CHAR;
            end else begin
               RS <= 1'b0;
               cur_action <= ACT_WRITING_CMD;
            end
            next_state <= STATE_EN_TRIGGERED_1;
            cnt <= 32'h0;
         end
      end
   end
endmodule
`default_nettype none
module lcd_printer(
                   input            clk,
                   output           lcd_we,  
                   output           lcd_d_c,
                   output           lcd_cs,
                   inout wire [7:0] lcd_data,
                   input            lcd_init,  
                   input wire [7:0] char,  
                   input wire       print,  
                   output wire      busy  
                   );
   reg [7:0]                        lcd_data_in;
   reg                              lcd_do_cmd;
   reg                              lcd_do_write;
   wire                             lcd_busy;
   wire                             initialized;
   reg                              fifo_write_char;
   reg                              fifo_rd_char;
   reg [7:0]                        fifo_char_in;
   wire [7:0]                       fifo_char_out;
   wire                             fifo_rst, fifo_full, fifo_empty;
   wire [8:0]                       fifo_fill;
   reg                              fifo_prev_rd;
   lcd_hd44780
   #(.CLK_FREQ(50000000))
   lcd(
       .clk(clk),
       .RS(lcd_d_c),
       .E(lcd_cs),
       .DB(lcd_data),
       .data(lcd_data_in),
       .do_init(lcd_init),
       .wr_cmd(lcd_do_cmd),
       .wr_char(lcd_do_write),
       .busy(lcd_busy),
       .initialized(initialized)
       );
   efifo #(.BUF_WIDTH(8)) fifo(
                               .clk(clk),
                               .rst(fifo_rst),
                               .buf_in(fifo_char_in),
                               .buf_out(fifo_char_out),
                               .wr_en(fifo_write_char),
	  	                         .rd_en(fifo_rd_char),
                               .buf_empty(fifo_empty),
                               .buf_full(fifo_full),
                               .fifo_counter(fifo_fill)
                               );
   assign lcd_we = 0;
   assign busy = fifo_full;
   assign fifo_rst = 1'b0;
   initial fifo_prev_rd = 1'b0;
   always @(posedge clk) begin
      fifo_write_char <= print;
      fifo_char_in <= char;
   end
   always @(posedge clk) begin
      if (!fifo_empty && !lcd_busy) begin
         fifo_rd_char <= 1'b1;
         fifo_prev_rd <= 1'b0;
      end
      if (!fifo_empty && fifo_rd_char) begin
         fifo_rd_char <= 1'b0;
         fifo_prev_rd <= 1'b1;
      end
      if (fifo_empty && fifo_prev_rd && !lcd_busy) begin
         fifo_rd_char <= 1'b1;
         fifo_prev_rd <= 1'b0;
      end
      if (fifo_empty && !fifo_prev_rd && fifo_rd_char && !lcd_busy) begin
         fifo_rd_char <= 1'b0;
         fifo_prev_rd <= 1'b0;
      end
      if (fifo_prev_rd && !lcd_busy) begin
         if (fifo_char_out == 8'h0A) begin
            lcd_do_cmd <= 1'b1;
            lcd_data_in <= 8'hC0;
         end else if ((fifo_char_out >= 8'h20) &&
                      (fifo_char_out <= 8'h7E)) begin
            lcd_do_write <= 1'b1;
            lcd_data_in <= fifo_char_out;
         end else begin
            lcd_data_in <= 8'h20;
            lcd_do_write <= 1'b1;
         end
      end
      if (lcd_busy && (lcd_do_write || lcd_do_cmd)) begin
         lcd_do_write <= 1'b0;
         lcd_do_cmd <= 1'b0;
      end
   end
endmodule
```
`/design/flow/run.sh`:
```
#!/bin/bash
# OpenROAD 26Q1-2900-gdf79404cd8, Yosys 0.63+post, stock flow scripts
make -C /OpenROAD-flow-scripts/flow DESIGN_CONFIG=/design/flow/config.mk WORK_HOME=/design/flow/orfs finish
```
==> flow_metrics.py <==
# Metrics from the implementation run
metrics = {
    "cts": {
        "cts-hold-fix-buffers": 0,
        "root_buffer": "clkbuf_16",
        "cts_setup_buffers": 0,
        "clockBufferDepth": 3,
        "post_cts_resized": 0,
        "cts_buffers": 189,
        "htree_levels": 4,
        "cts.sinks": 1982,
    },
    "logic_synthesis": {
        "ff_type": "edfxtp_1",
        "synth_warnings": 13,
        "topCellsByArea": "edfxtp_1 (73%), mux4_2 (11%), mux2i_1 (2.3%), dfxtp_1 (1.9%), nor2_1 (1.8%)",
        "syn_inst": 4274,
        "numSynthFlops": 1982,
        "ys_area_sq_um": 78830,
        "syn-cell-area_sq_um": 78830,
        "yosys.area.top_type": "edfxtp_1",
        "yosysTopAreaCellShare_pct": 72.64,
        "ys_seq_share_pct": 74.55,
        "synth.avg_cell_area_sq_um": 18.44,
        "enable_flop_cells": 1907,
        "ys_async_sr_fraction_pct": 0,
        "yosysUniqueCellTypes": 75,
        "ys_cells": 4274,
    },
    "floorplan": {
        "io_pins": 16,
        "die_h_microns": 514.6,
        "die_w_microns": 514.6,
        "row_count": 187,
        "fp_util_pct": 30.27,
    },
    "outcome": {
        "stop_stage": "clock tree synthesis (4_1_cts)",
        "outcome": "stopped before the end",
        "error": "[error] [KeplerFormal.cpp:679] Workflow failed: Iso has multiple drivers: .lcd_data0, lcd_data[0]$_DFF_P_.Q0",
    },
    "place": {
        "gp_congestion": 0.8836,
        "io_buffer_count": 4,
        "dpl.hpwl_microns": 115600,
    },
}
## logic make-up after synthesis
group,share of synthesized area [%]
AOI/OAI and AO/OA,3.820
xor gates and xnor gates,1.167
adders and majority gates,0.3428
buffers and inverters,1.486
DFF,74.55
muxes,13.40
other,0.009527
and+or+nand+nor,5.233
## synthesized netlist by cell type, types with 21 or more instances
cell type	number
inv_1	32
mux4_2	383
and3_1	23
o21ai_0	51
nor2_1	381
nor3_1	70
buf_2	56
edfxtp_1	1907
nor4_1	33
nand2_1	163
a21oi_1	84
dfxtp_1	75
o221ai_1	89
nand3_1	56
mux2i_1	182
clkbuf_1	155
xnor2_1	60
xor2_1	45
a211oi_1	21
o22ai_1	63
## per-stage QoR
stage | worst slack, ps | instance area, sq um | hold WS (ps) | instances | util, %
after floorplan | 111970 | 78830 | 309.6 | 4274 | -
after global placement | 111780 | 83190 | 318.7 | 7648 | 31.95
after detailed placement | 111790 | 83190 | 321.9 | 7648 | 31.95
